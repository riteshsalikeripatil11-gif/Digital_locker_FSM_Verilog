==> /design/flow/design.v <==
`timescale 1ns/1ps
module digital_locker (
    input clk,
    input rst,
    input [3:0] keypad_in,
    input start,
    input enter,
    input set_pin,
    input store,
    input read,
    input tamper,
    output reg unlocked,
    output reg locked,
    output reg locked_out,
    output reg fail,
    output reg [15:0] data_out
);
    parameter IDLE      = 3'b000,
              ENTERING  = 3'b001,
              VERIFY    = 3'b010,
              UNLOCKED  = 3'b011,
              ERROR     = 3'b100,
              LOCKOUT   = 3'b101;
    reg [2:0] state, next_state;
    reg [15:0] pin_reg;
    reg [15:0] entered_pin;
    reg [15:0] stored_data;
    reg [15:0] store_buffer;
    reg [2:0] digit_count;
    reg [1:0] wrong_attempts;
    reg [3:0] lockout_counter;
    always @(posedge clk or posedge rst) begin
        if (rst) begin
            state <= IDLE;
            pin_reg <= 16'h4321;    
            entered_pin <= 0;
            stored_data <= 0;
            store_buffer <= 0;
            digit_count <= 0;
            wrong_attempts <= 0;
            lockout_counter <= 0;
            locked_out <= 0;
        end 
        else begin
            state <= next_state;
            if (tamper) begin
                locked_out <= 1;
                wrong_attempts <= 3;
            end
            if (enter && state == ENTERING) begin
                entered_pin <= {entered_pin[11:0], keypad_in};
                digit_count <= digit_count + 1;
            end
            if (enter && state == UNLOCKED) begin
                store_buffer <= {store_buffer[11:0], keypad_in};
            end
            if (start) begin
                digit_count <= 0;
                entered_pin <= 0;
                store_buffer <= 0;
            end
            if (state == VERIFY && entered_pin != pin_reg)
                wrong_attempts <= wrong_attempts + 1;
            else if (state == UNLOCKED)
                wrong_attempts <= 0;
            if (state == LOCKOUT)
                lockout_counter <= lockout_counter + 1;
            else
                lockout_counter <= 0;
            if (state == UNLOCKED && set_pin && digit_count == 4)
                pin_reg <= entered_pin;
            if (state == UNLOCKED && store && digit_count == 4)
                stored_data <= store_buffer;
            if (state == LOCKOUT && lockout_counter == 10) begin
                locked_out <= 0;
                wrong_attempts <= 0;
            end
        end
    end
    always @(*) begin
        next_state = state;
        locked = 1;
        unlocked = 0;
        fail = 0;
        data_out = 0;
        case (state)
            IDLE:
                if (locked_out)
                    next_state = LOCKOUT;
                else if (start)
                    next_state = ENTERING;
            ENTERING:
                if (digit_count == 4)
                    next_state = VERIFY;
            VERIFY:
                if (entered_pin == pin_reg)
                    next_state = UNLOCKED;
                else if (wrong_attempts >= 2)
                    next_state = LOCKOUT;
                else
                    next_state = ERROR;
            UNLOCKED: begin
                locked = 0;
                unlocked = 1;
                if (read)
                    data_out = stored_data;
                if (start)
                    next_state = ENTERING;
            end
            ERROR: begin
                fail = 1;
                if (start)
                    next_state = ENTERING;
            end
            LOCKOUT: begin
                fail = 1;
                if (lockout_counter == 10)
                    next_state = IDLE;
            end
        endcase
    end
endmodule
==> /design/flow/run.sh <==
#!/bin/bash
# OpenROAD 26Q1-2900-gdf79404cd8, Yosys 0.63+post, stock flow scripts
make -C /OpenROAD-flow-scripts/flow DESIGN_CONFIG=/design/flow/config.mk WORK_HOME=/design/flow/orfs finish
==> /design/flow/config.mk <==
export PLATFORM = sky130hd
export DESIGN_NAME = digital_locker
export DESIGN_NICKNAME = digital_locker
export VERILOG_FILES = /design/flow/design.v
export SDC_FILE = /design/flow/constraint.sdc
export NUM_CORES = 4
export LEC_CHECK = 1
export CORE_UTILIZATION = 50
==> /design/flow/constraint.sdc <==
current_design digital_locker

set clk_period 2.4
set clk_io_pct 0.2

create_clock -name clk0 -period $clk_period [get_ports {clk}]

set non_clock_inputs [all_inputs -no_clocks]
set_input_delay [expr $clk_period * $clk_io_pct] -clock clk0 $non_clock_inputs
set_output_delay [expr $clk_period * $clk_io_pct] -clock clk0 [all_outputs]
==> run notes <==
yosys + openroad results -> clock-pin slew on the worst setup and hold paths=0.08 ns, Slew @ Worst Pin=0.606 ns, crit path capture type=output port, Fillers=560, detailed placer's ending HPWL=3960 um, cell count in the Yosys report=318, initial antenna violation count=0, Fin Hold WS=0.490 ns, placed inst area=3950 um^2, final setup TNS=0 ns, Hold Crit Class=register to register, core area=6790 um^2, Tcrit/Tclk final=92.2%, DP Worst Slack=0.178 ns, YS chip area=3500 um^2, fraction of layout cells with a size suffix above 1=19.0%, CP Launch Type=input pin, Die Ht=85.7 um, PwrDens=623 nW/um^2, CP max stage delay=0.45 ns, r2r endpoint=wrong_attempts[0], peak supply drop=0.534 mV, post-synthesis area per instance=11.0 um^2, Synth Warn #=1, CTS tree=done, DR pass1 iterations=4, WHS Endpoint=lockout_counter[0], status=finished, final reports clean, Area growth, synth to finish=17.9%, vias per cell=5.08, Worst Slack Setup Final=0.186 ns, Resized Gates After CTS=0, post-synthesis cell count=318, num rows=30, DR iter-0 viols=117, largest net degree at the start of global routing=81, first-pass GRT wire length=11,100 um, PortBufs=31, Post-synth seq share=57.4%, hold buffer count at cts=0, skew final=0.00676 ns, worst-skew pair later-pin latency=0.34 ns, Critical Path Start=read, Worst Path Max Fanout=16, WHS Path Cells=1, vias post-DR=2,299, synthesized cell area=3500 um^2, Most Frequent Cell on Critical Path=clkdlybuf4s50_1, Hold Crit Start=lockout_counter[0], number of global-route vias before repair=2,286, FF-to-FF setup slack=0.66 ns, relative slew slack=59.5%, CP cell instances=clkdlybuf4s50_1 > buf_4 > and3_1 > clkdlybuf4s50_1, Tot GR Track Use=20.0%, max-cap violations=0, final WL=6310 um, Clock Tree Buf Depth=2, antenna diode count=0, GRT overflow=0, Final Wtd Congestion=0.791, Final Slew Violations=0, DP Cell Count=437, Distinct lib cells used=31, Log Warnings=27, root cell of the clock tree=clkbuf_8, clk sinks=80, Hold Vio Cnt, Final=0, Core Density at Floorplan=51.5%, final cell count without fillers=453, Post-CTS Setup Repair Bufs=0, Die Size=7340 um^2, H-tree depth=3, Num CTS Buffers=9, Leak=0.00188 uW, final antenna-violating net count=0, # setup viols final=0, Critical Path RT=1.92 ns, worst flop-to-flop path startpoint=pin_reg[5], ys flops=80, CP max-delay cell=clkdlybuf4s50_1, RSZ-0062 raised after global routing=no, critical path class=input pin to output port, Final min period=2.21 ns, Arrival @ worst endpoint=1.73 ns, Max Clk Rate=0.452 GHz, DRC Markers=0, Ports=32, path depth of the worst reg2reg path=4, Finished Cell Area=4130 um^2, Die X=85.7 um, WL per Instance=13.9 um
-- through the flow --
step                      power (uW)  utilization (%)
after global routing            2700             60.8
final                           2570             60.8
after detailed placement        1730             58.2
after floorplan                 1630                -
after global placement          1720             58.2
after CTS                       2610             60.7
-- per-layer routing --
| layer | GRT usage [%] | vias to the layer above | wire length, um |
|---|---|---|---|
| li1 | - | 1140 | - |
| met1 | 35.0 | 1121 | 3220 |
| met2 | 28.7 | 31 | 2790 |
| met3 | 4.20 | 7 | 238 |
| met4 | 1.67 | 0 | 65 |
| met5 | 0 | - | 0 |
-- layout make-up --
cell class	instances	area (um^2)	share of cell area, %
Clock buffer	11	141	3.43
Clock inverter	5	32.5	0.788
Timing Repair Buffer	38	388	9.40
Multi-Input combinational cell	216	1410	34.0
Tap cell	96	120	2.91
Sequential cell	80	2010	48.7
Inverter	7	30.0	0.727
-- synth_stat cells --
cell type  count  share of area, %
o41ai_4        1              0.79
o21ai_0        3              0.43
clkbuf_1      11               1.2
ha_1           5               1.8
o211ai_1       1              0.21
nand3_1        2              0.29
nor2_1         6              0.64
or2_2          3              0.54
dfrtp_1       74                53
nand2b_1       1              0.18
and4b_1        1              0.29
mux2_2        32                10
o2bb2ai_1      1              0.25
nand4_1        4              0.71
and2_1         4              0.71
mux2i_1        2              0.57
a21oi_1       33               4.7
inv_1          7              0.75
nand2_1       72               7.7
a22o_1         1              0.25
o32ai_1        1              0.25
buf_2          3              0.43
nor2b_1        2              0.36
nor4_1         1              0.18
dfstp_2        6               4.5
buf_1          1              0.11
nand4_2        2              0.71
xnor2_1       18               4.5
xor2_1         2              0.50
and3_1        17               3.0
o21bai_1       1              0.21
-- cells in the final DEF, fill, tap and decap left out, types with 2 or more instances in the layout --
master,instances
xor2_1,2
buf_12,2
dfrtp_1,73
and2_1,4
and3_1,17
buf_4,5
a21oi_1,33
nor2_1,6
nand4_2,2
clkdlybuf4s50_1,31
or2_2,3
mux2i_1,2
nor2b_1,2
nand3_1,2
clkinvlp_4,4
clkinv_2,2
dfstp_2,6
o21ai_0,3
clkbuf_8,10
nand4_1,4
xnor2_1,18
mux2_2,32
inv_1,6
nand2_1,72
ha_1,5
-- critical path, delay by kind of cell --
family / cells / cell delay, ns
buf+inv: 3 / 1.07
simple gates: 1 / 0.17
-- power by group --
part / switching (uW) / internal, uW / leakage (uW)
Combinational: 170 / 98.7 / 0.000732
Clock: 475 / 400 / 0.0000813
Sequential: 42.5 / 1390 / 0.00107
-- how the worst max path moves through the flow --
stage,to,cells past startpoint,slack [ns]
4_1_cts,data_out[5],2,0.04
5_1_grt,data_out[5],4,0.12
6_report,data_out[5],4,0.19
-- kinds of logic (layout without fill, tap and decap cells) --
kind of cell,Yosys count,count (layout),share of synthesized area [%]
compound gates,42,42,7.11
xor+xnor,20,20,5.00
fa+ha+maj,5,5,1.79
buf+inv,22,61,2.47
flops,80,80,57.4
mux,34,34,10.9
simple gates,115,115,15.4
Power and IR drop assume default switching activity.
